<file path="flow/design.v">
module load_ff(clk,D,Q,reset,load);
    parameter n=1;
    input logic clk;
    input logic [n-1:0] D;
    input logic reset;
    input logic load;
    output logic [n-1:0] Q;
    always @(posedge clk) begin
        if (reset == 1) begin
            Q <= {n{1'b0}};
        end
        else if (load == 0) begin
            Q <= Q;
        end
        else
            Q <= D;
    end
endmodule
module MUX3(option0, option1, option2, sel, out);
    parameter n=1;
    input logic [1:0] sel;
    input logic [n-1:0] option0, option1, option2;
    output logic [n-1:0] out;
    always @* begin
        if(sel == 0)
            out = option0;
        else if(sel == 1)
            out = option1;
        else if(sel == 2)
            out = option2;
        else
            out = {n{1'bx}};
    end
endmodule
module mandelbrot_calc(
    input signed [31:0] initial_a,
    input signed [31:0] initial_b,
    input logic clk,
    input logic en,
    input logic rst,
    output logic ready,
    output logic [15:0] iterations
);
    logic [31:0] next_a, curr_a;
    logic [31:0] next_b, curr_b;
    logic [31:0] magsquare;
    logic [15:0] curr_iter;
    logic calc_stopped;
    logic [3:0] ps, ns, nsr;
    logic rst_iter, load_iter, set_initial_ab, load_next_ab;
    load_ff #(16) iter_reg(
        .clk(clk), 
        .D(rst_iter ? 16'b1: curr_iter + 16'b1),
        .Q(curr_iter),
        .reset(rst),
        .load(load_iter)
    );
    load_ff #(32) a_reg(
        .clk(clk), 
        .D(set_initial_ab ? initial_a: next_a),
        .Q(curr_a),
        .reset(rst),
        .load(load_next_ab)
    );
    load_ff #(32) b_reg(
        .clk(clk), 
        .D(set_initial_ab ? initial_b: next_b),
        .Q(curr_b),
        .reset(rst),
        .load(load_next_ab)
    );
    mandelbrot_recusion zsquared(
        .a(curr_a),
        .b(curr_b),
        .initial_a(initial_a),
        .initial_b(initial_b),
        .realpart(next_a),
        .imagpart(next_b),
        .magsquare(magsquare)
    );
    assign calc_stopped = (magsquare >= 32'd4 << 16) || (curr_iter >= 32'd100);
    assign iterations = curr_iter;
    assign nsr = (rst) ? 0 : ns;
    always_ff @(posedge clk) begin
        ps <= nsr;
    end
    always_comb begin
        ready = 0;
        rst_iter = 0;
        load_iter = 0;
        set_initial_ab = 0;
        load_next_ab = 0;
        ns = 0;
        casex(ps)
            0: begin
                ready = 1;
                if (en) begin
                    rst_iter = 1;
                    load_iter = 1;
                    set_initial_ab = 1;
                    load_next_ab = 1;
                    ns = 1;
                end
            end
            1: begin
                ns = 2;
            end
            2: begin
                if (calc_stopped) begin
                    ns = 0;
                end else begin
                    load_iter = 1;
                    load_next_ab = 1;
                    ns = 2;
                end
            end
            default: begin
                ns = 0;
            end
        endcase
    end
endmodule
module mandelbrot_recusion(
    input signed [31:0] a,
    input signed [31:0] b,
    input signed [31:0] initial_a,
    input signed [31:0] initial_b,
    output signed [31:0] realpart,
    output signed [31:0] imagpart,
    output signed [31:0] magsquare
);
    wire signed [63:0] a_squared;
    wire signed [63:0] b_squared;
    wire signed [63:0] ab_product;
    assign a_squared = a * a;
    assign b_squared = b * b;
    assign ab_product = a * b;
    assign realpart = ((a_squared - b_squared) >>> 16) + initial_a;
    assign imagpart = ((ab_product << 1) >>> 16) + initial_b;
    assign magsquare = (a_squared + b_squared) >>> 16;
endmodule
module q15_16_signed_multiplier (
    input signed [31:0] a,
    input signed [31:0] b,
    output signed [31:0] out
);
    wire signed [63:0] temp;
    assign temp = a * b;
    assign out = temp >>> 16;
endmodule
module render(
    input logic clk, 
    input logic rst_n, 
    input logic [2:0] colour,
    input logic start, 
    output logic done,
    output logic [7:0] vga_x, 
    output logic [6:0] vga_y,
    output logic [2:0] vga_colour, 
    output logic vga_plot
);
    logic [7:0] x;
    logic [6:0] y;
    logic plot, loadx, loady, en;
    logic [2:0] ps, ns, nsr;
    assign nsr = (rst_n) ? 3'd0: ns;
    logic ready;
    logic [15:0] iterations;
    logic signed [31:0] initial_a, initial_b;
    mandelbrot_calc mandelbrot (
        .initial_a(initial_a),
        .initial_b(initial_b),
        .clk(clk),
        .en(en),
        .rst(rst_n),
        .ready(ready),
        .iterations(iterations)
    );
    wire signed [31:0] x_shifted = (x - 8'd120) <<< 16;
    wire signed [31:0] y_shifted = (y - 7'd60) <<< 16;
    q15_16_signed_multiplier amap(
        .a(x_shifted), 
        .b(32'h00000333), 
        .out(initial_a)
    );
    q15_16_signed_multiplier bmap(
        .a(y_shifted), 
        .b(32'h00000444), 
        .out(initial_b)
    );
    load_ff #(8) xreg(
        .clk(clk), 
        .D(x + 8'd1), 
        .Q(x), 
        .reset(rst_n), 
        .load(loadx)
    );
    load_ff #(7) yreg(
        .clk(clk), 
        .D((y + 1 == 120) ? 7'b0 : y + 7'd1), 
        .Q(y), 
        .reset(rst_n), 
        .load(loady)
    );
    always @(posedge clk) begin
        ps <= nsr;
    end
    always_comb begin
        done = 1'b0;
        plot = 1'b0;
        loadx = 1'b0;
        loady = 1'b0;
        en = 1'b0;
        vga_colour = 3'b000;
        ns = 3'd0;
        case (ps)
            3'd0: begin
                done = 1'b1;
                if (start) begin
                    ns = 3'd1;
                end else begin
                    ns = 3'd0;
                end
            end
            3'd1: begin
                en = 1'b1;
                ns = 3'd2;
            end
            3'd2: begin
                if (ready) begin
                    ns = 3'd3;
                end else begin
                    ns = 3'd2;
                end
            end
            3'd3: begin
                plot = 1'b1;
                vga_colour = (iterations < 16'd100) ? 3'b111 : 3'b000;
                ns = 3'd4;
            end
            3'd4: begin
                if (y + 1 == 120) begin
                    loady = 1'b1;
                    loadx = 1'b1;
                    if (x + 1 == 160) begin
                        ns = 3'd0;
                    end else begin
                        ns = 3'd1;
                    end
                end else begin
                    loady = 1'b1;
                    loadx = 1'b0;
                    ns = 3'd1;
                end
            end
            default: begin
                ns = 3'd0;
            end
        endcase
    end
    assign vga_x = x;
    assign vga_y = y;
    assign vga_plot = plot;
endmodule
</file>
<file path="flow/run.sh">
#!/bin/bash
# OpenROAD 26Q1-2900-gdf79404cd8, Yosys 0.63+post, stock flow scripts
make -C /OpenROAD-flow-scripts/flow DESIGN_CONFIG=/design/flow/config.mk WORK_HOME=/design/flow/orfs finish
</file>
<file path="flow/config.mk">
export PLATFORM = sky130hd
export DESIGN_NAME = render
export DESIGN_NICKNAME = render
export VERILOG_FILES = /design/flow/design.v
export SDC_FILE = /design/flow/constraint.sdc
export NUM_CORES = 4
export LEC_CHECK = 1
export CORE_UTILIZATION = 50
</file>
<file path="flow/constraint.sdc">
current_design render

set clk_period 34.8
set clk_io_pct 0.2

create_clock -name clk0 -period $clk_period [get_ports {clk}]

set non_clock_inputs [all_inputs -no_clocks]
set_input_delay [expr $clk_period * $clk_io_pct] -clock clk0 $non_clock_inputs
set_output_delay [expr $clk_period * $clk_io_pct] -clock clk0 [all_outputs]
</file>
==> deck_impl_summary.md <==
Flow Results at a Glance

Outcome
  • Status: finished, final reports clean

Yosys
  • Synth Flop Type: dfxtp_1
  • Synth cell types: approximately 84
  • Yosys top cell by instances: inv_1
  • Largest area contributor in the netlist: fa_1
  • Post-synthesis sequential area ratio: 0.0226
  • Post-Syn Area: around 91000 um2
  • Yosys cell count: roughly 10000
  • Yosys chip area: slightly above 90000 um2
  • Mean post-synth cell area: 9.04 um2
  • Syn. warnings: 6
  • Top post-synthesis cells by count: inv_1 (2770), fa_1 (2382), nand2_1 (1235)
  • Top-area cell share: 0.523
  • #FFs+latches synth: roughly 100
  • Post-synthesis cell count: a little over 10000
  • Ys async rst share: 0
  • Post-synth EDFFs: 0
  • Cell area leaders: fa_1 (52%), inv_1 (11%), ha_1 (10%), nand2_1 (5.1%), and2_1 (3.8%)

Clock network
  • Maximum clock path buffer count: 2
  • Clk slew on worst S/H paths: 0.08 ns
  • CTS tree: built
  • Resize count post-CTS: 0
  • Root buffer cell: clkbuf_16
  • H-Tree Depth: 3
  • Number of CTS-inserted buffers: 9
  • Latency at later pin: about 0.38 ns
  • CTS sink cnt: approximately 100
  • CTS hold repair buffers: 0
  • Post-CTS Setup Repair Bufs: 0

Global route
  • Vias in the first global route: about 70000
  • Global-route wire length before repair: slightly below 400 mm
  • GRT Residual Overflow: 0
  • Largest net degree at the start of global routing: slightly below 80
  • Initial antenna violation count: 5
  • All-Layer GR Usage: 0.303

Setup path
  • Critical path fanouts, max: ~78
  • Critical Path RT: between 30 and 40 ns
  • Slowest-stage cell, CP: nor4_1
  • Setup crit end kind: flop
  • Setup CP Type: flop to flop
  • Worst Path Arrival: ~15 ns
  • Most used cell, CP: fa_1
  • Startpoint types: flop
  • RR Startpoint: mandelbrot.a_reg.Q[4]
  • CP max stage delay: about 0.75 ns
  • Crit path from: mandelbrot.a_reg.Q[4]

Drt
  • Residual DRC: 0
  • Antenna-violating nets left: 0
  • Per-cell routed wire length: 19.9 um
  • Routed via count: 63200
  • Total length of routed wires: roughly 240 mm
  • DR vias/cell: around 5.2
  • 1st-iter DRT viols: between 2000 and 3000
  • Detailed-router iteration count before antenna repair: 5

Final timing
  • Final hold slack: approximately 0.48 ns
  • Fmax: about 70 MHz
  • Final hold violation count: 0
  • Setup ws final: just over 20 ns
  • Setup TNS: 0 ns
  • Tmin final: roughly 14 ns
  • Unrepaired setup endpoints after global routing: false
  • Layout Skew: 0.00899 ns
  • Worst-margin pin slew: roughly 0.99 ns
  • Max-slew violations: 0
  • Part of the cycle the worst path needs: 0.412
  • Slew Limit Headroom: 0.335
  • Setup Viol. Count Final: 0

Place
  • Dpl cells: around 12000
  • Port buffer count: 22
  • DP Worst Slack: 20.66 ns
  • Post-DP Area: 93800 um2
  • Detailed Place HPWL: ~200 mm
  • GPL Wtd Cong: around 0.98

Min path
  • Hold Startpoint: mandelbrot.iter_reg.Q[6]
  • Worst Hold Class: flop to flop

Power and ir drop
  • Power density over cell area: ~31 nW/um2
  • Max IR drop VDD: approximately 0.11 mV
  • Leak Pwr: 49.4 nW

Floorplanning
  • I/O pin count: 26
  • Core ar.: between 150000 and 200000 um2
  • Width of the die: 429 um
  • Height of the chip: 429 um
  • Initial core utilization: 0.504
  • # rows: 156
  • Chip area: around 180000 um2

Run
  • Tool warnings: slightly above 90
  • Max Cap Viol: 0

Final layout
  • Layout cells sized above 1: 0.0277
  • Area delta synth->final: 3.27%
  • Finished Layout Cells: 12200
  • Design area: ~94000 um2
==> worst max-delay path: cells and delay by family, from the launching register on <==
| family | cells | cell delay (ns) |
|---|---|---|
| adders and majority gates | 10 | 4.88 |
| DFF | 1 | 0.62 |
| buffers and inverters | 7 | 1.93 |
| and+or+nand+nor | 7 | 1.65 |
| xor gates and xnor gates | 1 | 0.31 |
| AOI/OAI and AO/OA | 16 | 4.59 |
==> stage by stage <==
| stage | power [mW] | utilization |
|---|---|---|
| finish | 2.91 | 0.520 |
| global route | 3.21 | 0.520 |
| CTS | 2.90 | 0.520 |
| detailed placement | 2.77 | 0.519 |
| global placement | 2.77 | 0.519 |
| floorplan | 2.10 | - |
==> cells in the final DEF (no fill, tap or decap), types with 64 or more instances in the layout <==
cell	Yosys	final
a211oi_1	64	64
a21o_1	84	84
a21oi_1	257	257
and2_1	552	552
buf_4	10	148
fa_1	2382	2382
ha_1	747	747
inv_1	2770	2770
nand2_1	1235	1234
nor2_1	358	358
o21ai_0	116	116
xnor2_1	249	249
xor2_1	105	105
==> state kept, by name (all words and copies together), names as in the netlist <==
| signal | flops |
|---|---|
| mandelbrot.a_reg.Q | 32 |
| mandelbrot.b_reg.Q | 32 |
| mandelbrot.iter_reg.Q | 16 |
| mandelbrot.ps | 3 |
| ps | 5 |
| xreg.Q | 8 |
| yreg.Q | 7 |
==> metal layers <==
layer  GRT usage  vias to the layer above  wire, um
met5     0.00677                        -       214
met4      0.0708                       10      7920
met3       0.116                      263     23900
met2       0.453                     2161    114000
met1       0.446                    32000     96500
li1            -                    28800         -
==> worst paths after layout <==
check,end,slack [ns],cells past startpoint
worst min-delay path,mandelbrot.iter_reg.Q[6],0.48,2
worst min register to register,mandelbrot.iter_reg.Q[6],0.48,2
worst max register to register,mandelbrot.b_reg.Q[11],20.48,41
worst max-delay path,mandelbrot.b_reg.Q[11],20.48,41
==> cells by family (layout without fill, tap and decap cells) <==
| kind of cell | count (synthesis) | after routing | synth area share |
|---|---|---|---|
| buf+inv | 3231 | 2973 | 0.134 |
| mux | 32 | 32 | 0.00354 |
| xor+xnor | 357 | 357 | 0.0348 |
| other cells | 0 | 4 | 0 |
| simple gates | 2466 | 2466 | 0.125 |
| flops | 103 | 103 | 0.0226 |
| fa+ha+maj | 3129 | 3129 | 0.626 |
| compound gates | 769 | 769 | 0.0549 |
==> final cells by class <==
cell class | instances | area [um2]
Clock buffer | 10 | 229
Tap cell | 2370 | 2970
Multi-Input combinational cell | 6753 | 76900
Sequential cell | 103 | 2130
Timing Repair Buffer | 172 | 1370
Antenna cell | 4 | 10.0
Inverter | 2785 | 10500
Fill cell | 16300 | 86800
Clock inverter | 6 | 75.1
==> power by group <==
group / internal [mW] / switching [mW]
Clock: 0.0572 / 0.0559
Sequential: 0.124 / 0.0201
Combinational: 1.05 / 1.61
Total: 1.23 / 1.69
Power figures rest on the tool's default switching activity, not on a simulated workload.
